<file path="run.sh">
#!/bin/bash
# OpenROAD 26Q1-2900-gdf79404cd8, Yosys 0.63+post, stock flow scripts
make -C /OpenROAD-flow-scripts/flow DESIGN_CONFIG=/design/flow/config.mk WORK_HOME=/design/flow/orfs finish
</file>
<file path="config.mk">
export PLATFORM = sky130hd
export DESIGN_NAME = host_sd_card
export DESIGN_NICKNAME = host_sd_card
export VERILOG_FILES = /design/flow/design.v
export SDC_FILE = /design/flow/constraint.sdc
export NUM_CORES = 4
export LEC_CHECK = 1
export CORE_UTILIZATION = 40
</file>
<file path="constraint.sdc">
current_design host_sd_card

set clk_period 4.3
set clk_io_pct 0.2

create_clock -name clk0 -period $clk_period [get_ports {io_ack}]
create_clock -name clk1 -period $clk_period [get_ports {io_din_strobe}]
create_clock -name clk2 -period $clk_period [get_ports {sd_sck}]

set non_clock_inputs [all_inputs -no_clocks]
set_input_delay [expr $clk_period * $clk_io_pct] -clock clk0 $non_clock_inputs
set_output_delay [expr $clk_period * $clk_io_pct] -clock clk0 [all_outputs]
</file>
<file path="design.v">
module host_sd_card (
	output [31:0] io_lba,
	output reg    io_rd,
	output reg    io_wr,
	input			  io_ack,
	output		  io_conf,
	output		  io_sdhc,
	input	[7:0]	  io_din,
	input 		  io_din_strobe,
	output [7:0]  io_dout,
	input 		  io_dout_strobe,
	input         allow_sdhc,
   input         sd_cs,
   input         sd_sck,
   input         sd_sdi,
   output reg    sd_sdo
); 
wire req_io_rd = (read_state == 3'd1);
wire io_reset = io_ack || sd_cs;
always @(posedge req_io_rd or posedge io_reset) begin
	if(io_reset) io_rd <= 1'b0;
	else 		    io_rd <= 1'b1;
end
wire req_io_wr = (write_state == 3'd6);
always @(posedge req_io_wr or posedge io_reset) begin
	if(io_reset) io_wr <= 1'b0;
	else 		    io_wr <= 1'b1;
end
reg io_read_ack;
wire io_read_wait_io = (read_state == 1);
always @(negedge io_ack or negedge io_read_wait_io) begin
	if(!io_read_wait_io) io_read_ack <= 1'b0;
	else						io_read_ack <= 1'b1;
end
reg io_write_ack;
wire io_write_wait_io = (write_state == 6);
always @(negedge io_ack or negedge io_write_wait_io) begin
	if(!io_write_wait_io) io_write_ack <= 1'b0;
	else			 			 io_write_ack <= 1'b1;
end
wire [31:0] OCR = { 1'b0, io_sdhc, 30'h0 };   
wire [7:0] READ_DATA_TOKEN = 8'hfe;
localparam NCR=4;
reg [2:0] read_state;  
reg [2:0] write_state;  
reg [6:0] sbuf; 
reg cmd55;
reg [7:0] cmd;
reg [2:0] bit_cnt;     
reg [7:0] byte_cnt;    
reg [7:0] cmd_cnt;     
reg [7:0] lba0, lba1, lba2, lba3;
assign io_lba = io_sdhc?{ lba3, lba2, lba1, lba0 }:{9'd0, lba3, lba2, lba1[7:1]};
reg [7:0] crc;
reg [7:0] reply;
reg [7:0] reply0, reply1, reply2, reply3;
reg [3:0] reply_len;
reg write_strobe;
reg [7:0] write_data;
wire reading = (read_state != 0);
wire writing = (write_state != 0);
reg [8:0] buffer_wptr;
reg [8:0] buffer_rptr;
reg [7:0] buffer [511:0];
reg [7:0] buffer_byte;
reg core_buffer_read_strobe;
wire buffer_read_latch = reading?sd_sck:io_dout_strobe;
wire buffer_read_strobe = reading?core_buffer_read_strobe:!io_dout_strobe;
assign io_dout = buffer_byte;
always @(posedge buffer_read_latch)
	buffer_byte <= buffer[buffer_rptr];
always @(posedge buffer_read_strobe or posedge sd_cs) begin
	if(sd_cs == 1) buffer_rptr <= 9'd0;
	else 		      buffer_rptr <= buffer_rptr + 9'd1;
end
wire [7:0] buffer_din = reading?io_din:write_data;
wire buffer_din_strobe = reading?io_din_strobe:write_strobe;
always @(negedge buffer_din_strobe or posedge sd_cs) begin
	if(sd_cs == 1) begin
		buffer_wptr <= 9'd0;
	end else begin
		buffer[buffer_wptr] <= buffer_din;	
		buffer_wptr <= buffer_wptr + 9'd1;
	end
end
wire [7:0] WRITE_DATA_RESPONSE = 8'h05;
assign io_conf = (csd_wptr == 0);
reg [7:0] cid [15:0];
reg [7:0] csd [15:0];
reg [7:0] conf;
reg [7:0] cid_byte;
reg [7:0] csd_byte;
reg [5:0] csd_wptr = 6'd0;
wire io_has_sdhc = conf[0];
assign io_sdhc = allow_sdhc && io_has_sdhc;
always @(negedge io_din_strobe) begin
	if(!io_ack && (csd_wptr <= 32)) begin
		if(csd_wptr < 16)                        
			cid[csd_wptr] <= io_din;	
		if((csd_wptr >= 16) && (csd_wptr < 32))  
			csd[csd_wptr-16] <= io_din;	
		if(csd_wptr == 32)                       
			conf <= io_din;	
		csd_wptr	<= csd_wptr + 1;
	end
end
always @(posedge buffer_read_latch)
	cid_byte <= cid[buffer_rptr];
always @(posedge buffer_read_latch)
	csd_byte <= csd[buffer_rptr];
always@(negedge sd_sck or posedge sd_cs) begin
	if(sd_cs == 1) begin
	   sd_sdo <= 1'b1;
		read_state <= 3'd0;
	end else begin
		core_buffer_read_strobe <= 1'b0;
		if(bit_cnt == 7) begin
			if(cmd_cnt == 5) begin
				if(cmd == 8'h51)
					read_state <= 3'd1;       
			end
		end
      if(byte_cnt < 6+NCR) begin
			sd_sdo <= 1'b1;				 
		end else begin
			if(byte_cnt == 6+NCR) begin
				sd_sdo <= reply[~bit_cnt];
				if(bit_cnt == 7) begin
					if((cmd == 8'h49)||(cmd == 8'h4a))
						read_state <= 3'd3;       
				end
			end else if((reply_len > 0) && (byte_cnt == 6+NCR+1))
				sd_sdo <= reply0[~bit_cnt];
			else if((reply_len > 1) && (byte_cnt == 6+NCR+2))
				sd_sdo <= reply1[~bit_cnt];
			else if((reply_len > 2) && (byte_cnt == 6+NCR+3))
				sd_sdo <= reply2[~bit_cnt];
			else if((reply_len > 3) && (byte_cnt == 6+NCR+4))
				sd_sdo <= reply3[~bit_cnt];
			else
				sd_sdo <= 1'b1;
			if((read_state == 3'd1) && io_read_ack) 
				read_state <= 3'd2;
			if((read_state == 3'd2) && (bit_cnt == 7))
				read_state <= 3'd3;
			if(read_state == 3'd3) begin
				sd_sdo <= READ_DATA_TOKEN[~bit_cnt];
				if(bit_cnt == 7)
					read_state <= 3'd4;    
			end
			if(read_state == 3'd4) begin
				if(cmd == 8'h51) 							 
					sd_sdo <= buffer_byte[~bit_cnt];
				else if(cmd == 8'h49) 					 
					sd_sdo <= csd_byte[~bit_cnt];
				else if(cmd == 8'h4a) 					 
					sd_sdo <= cid_byte[~bit_cnt];
				if(bit_cnt == 7) begin
					core_buffer_read_strobe <= 1'b1;
					if((cmd == 8'h51) && (buffer_rptr == 511))
						read_state <= 3'd5;    
					if(((cmd == 8'h49)||(cmd == 8'h4a)) && (buffer_rptr == 15))
						read_state <= 3'd0;    
				end
			end
			if(read_state == 3'd5) begin
				sd_sdo <= 1'b1;
				if(bit_cnt == 7)
					read_state <= 3'd6;   
			end
			if(read_state == 3'd6) begin
				sd_sdo <= 1'b1;
				if(bit_cnt == 7)
					read_state <= 3'd0;   
			end
			if(write_state == 3'd5) 
				sd_sdo <= WRITE_DATA_RESPONSE[~bit_cnt];
			if(write_state == 3'd6) 
				sd_sdo <= 1'b0;
		end
   end
end
always @(posedge sd_sck or posedge sd_cs) begin
	if(sd_cs == 1) begin
		bit_cnt <= 3'd0;
		byte_cnt <= 8'd0;
		cmd_cnt <= 8'd0;
		write_state <= 3'd0;
		write_strobe <= 1'b0;
	end else begin 
		write_strobe <= 1'b0;
		sbuf[6:0] <= { sbuf[5:0], sd_sdi };
		bit_cnt <= bit_cnt + 3'd1;
		if((bit_cnt == 7)&&(byte_cnt != 255)) begin
			byte_cnt <= byte_cnt + 8'd1;			
			if(cmd_cnt == 0) begin
				if((write_state == 3'd0) && sbuf[6:5] == 2'b01) begin
					cmd_cnt <= 8'd1;			
					byte_cnt <= 8'd1;			
				end
			end else if(cmd_cnt < 6)
				cmd_cnt <= cmd_cnt + 8'd1;
			else
				cmd_cnt <= 8'd0;
		end
      if(bit_cnt == 7) begin
			if((write_state == 3'd0) && (cmd_cnt == 0)&&(sbuf[6:5] == 2'b01)) begin
				cmd <= { sbuf, sd_sdi};
			   cmd55 <= (cmd == 8'h77);
			end
			if(cmd_cnt == 1) lba3 <= { sbuf, sd_sdi};
			if(cmd_cnt == 2) lba2 <= { sbuf, sd_sdi};
			if(cmd_cnt == 3) lba1 <= { sbuf, sd_sdi};
			if(cmd_cnt == 4) lba0 <= { sbuf, sd_sdi};			
			if(cmd_cnt == 5) crc  <= { sbuf, sd_sdi};
			if(cmd_cnt == 5) begin
				reply <= 8'h04;      
				reply_len <= 4'd0;   
				if(cmd == 8'h40)
					reply <= 8'h01;     
				else if(cmd == 8'h41)
					reply <= 8'h00;     
				else if(cmd == 8'h48) begin
					reply <= 8'h01;     
					reply0 <= 8'h00;
					reply1 <= 8'h00;
					reply2 <= 8'h01;
					reply3 <= 8'hAA;
					reply_len <= 4'd4;
				end
				else if(cmd == 8'h49)
					reply <= 8'h00;     
				else if(cmd == 8'h4a)
					reply <= 8'h00;     
				else if(cmd == 8'h50) begin
				   if(io_lba == 32'd512)
						reply <= 8'h00;     
				   else
						reply <= 8'h40;     
				end
				else if(cmd == 8'h51)
					reply <= 8'h00;     
				else if(cmd == 8'h58) begin
					reply <= 8'h00;     
					write_state <= 3'd1;   
				end
			   else if(cmd55 && (cmd == 8'h69))
					reply <= 8'h00;     
				else if(cmd == 8'h77)
					reply <= 8'h01;     
				else if(cmd == 8'h7a) begin
					reply <= 8'h00;     
					reply0 <= OCR[31:24];    
					reply1 <= OCR[23:16];
					reply2 <= OCR[15:8];
					reply3 <= OCR[7:0];
					reply_len <= 4'd4;
				end
			end
			if(write_state == 3'd1) begin
				if({ sbuf, sd_sdi} == 8'hfe )
					write_state <= 3'd2;
			end
			if(write_state == 3'd2) begin
				write_strobe <= 1'b1;
				write_data <= { sbuf, sd_sdi};
				if(buffer_wptr == 511)
					write_state <= 3'd3;
			end
			if(write_state == 3'd3)
				write_state <= 3'd4;
			if(write_state == 3'd4)
				write_state <= 3'd5;
			if(write_state == 3'd5)
				write_state <= 3'd6;
		end
		if(write_state == 3'd6 && io_write_ack)
			write_state <= 3'd0;
	end
end
endmodule
</file>
==> results_dict.tcl <==
# metrics dict for downstream scripts
set metrics [dict create \
    unclocked_regs 11 \
    error "[ERROR GRT-0183] Net _00555_: heap underflow during 3D maze routing." \
    grt_start_max_net_pins 69 \
    port_buffers 57 \
    syn_inst 10880 \
    num_io_pins 60 \
    place.gp.congestion 1.097 \
    ys_warn_count 2 \
    top_cell_area_share_pct 76.81 \
    syn_area_um2 172800 \
    edf_count 4421 \
    die_x_um 659.3 \
    top_area_cell "edfxtp_1" \
    ys_seq_share_pct 77.87 \
    placed_cells 17840 \
    untimed_endpoints 11 \
    fp_util_pct 40.14 \
    dieHeight_um 659.3 \
    synth_top_flop_cell "edfxtp_1" \
    synthArstFlopShare_pct 1.178 \
    ys_cells 10880 \
    lastStage "global routing" \
    topCellsByArea "edfxtp_1, nand3_1, a22oi_1, nor2_1, nand4_1" \
    ys_area_um2 172800 \
    ys.flops 4499 \
    outcome "stopped before the end" \
    ys_types 73 \
    hpwl_um 567300 \
    syn_avg_cell_area_um2 15.88 \
    placementRows 241 \
]
timing repair:
action / CTS
gates cloned: 1
setup endpoints to repair: 68
endpoints found under the hold margin: 10
gates resized: 210
buffers inserted: 20
hold buffers: 4
pin swaps: 52
cells by family after synthesis:
family,after synthesis,synth area share (%)
AND/OR/NAND/NOR,3901,11.71
XOR/XNOR,20,0.1014
buffers and inverters,764,1.734
other,1,0.002170
flip-flops,4499,77.87
multiplexers,133,1.423
AND-OR/OR-AND,1540,6.967
adder cells (fa/ha/maj),26,0.1882
per-stage QoR:
| step | instance area, um2 | setup slack, ns |
|---|---|---|
| 3_3_place_gp | 197200 | -1.914 |
| 3_5_place_dp | 197200 | -1.650 |
| 4_1_cts | 219900 | -2.861 |
| 2_1_floorplan | 173100 | -0.4745 |
cell usage after synthesis, drive strengths merged, types with 28 or more instances:
master and count:
o22ai 50, clkbuf 561, nand2 160, a222oi 82
a32oi 193, a22oi 799, and3 319, mux4 86
nor3 67, inv 28, a21oi 54, o21ai 39
mux2 41, dfrtp 36, a2111oi 120, nor2 944
nand3 1448, or4 60, edfxtp 4421, nor4 205
buf 174, nand4 508, a22o 85
